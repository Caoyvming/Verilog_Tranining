==> ./design.v <==
module grey2nature
#(
parameter WIDTH = 5
)
(
  input clk,
  input rst_n,
  input en,
  input [WIDTH-1:0] grey,
  output reg [WIDTH-1:0] nature,
  output reg [WIDTH-1:0] nature_r
);
always @(posedge clk, negedge rst_n) begin
  if(!rst_n)
    nature_r <= 0;
  else 
    nature_r <= nature; 
end
integer i;
always @(*) begin
  if(en) begin
    nature[WIDTH-1] = grey[WIDTH-1];
    for (i=WIDTH-1;i>0;i=i-1)
      nature[i-1] = grey[i-1]^nature[i];
  end
end
endmodule 
==> ./run.sh <==
#!/bin/bash
# OpenROAD 26Q1-2900-gdf79404cd8, Yosys 0.63+post, stock flow scripts
make -C /OpenROAD-flow-scripts/flow DESIGN_CONFIG=/design/flow/config.mk WORK_HOME=/design/flow/orfs finish
==> ./config.mk <==
export PLATFORM = sky130hd
export DESIGN_NAME = grey2nature
export DESIGN_NICKNAME = grey2nature
export VERILOG_FILES = /design/flow/design.v
export SDC_FILE = /design/flow/constraint.sdc
export NUM_CORES = 4
export LEC_CHECK = 1
export CORE_AREA = 10 10 70 70
export DIE_AREA = 0 0 80 80
==> ./constraint.sdc <==
current_design grey2nature

set clk_period 1.0
set clk_io_pct 0.2

create_clock -name clk0 -period $clk_period [get_ports {clk}]

set non_clock_inputs [all_inputs -no_clocks]
set_input_delay [expr $clk_period * $clk_io_pct] -clock clk0 $non_clock_inputs
set_output_delay [expr $clk_period * $clk_io_pct] -clock clk0 [all_outputs]
==> results.txt <==
Update from the flow run.

The run finished with clean final reports. The fraction of final layout cells with drive strength greater than 1 is 0.111. Ranking logic cells in the layout by count gives the top entries sky130_fd_sc_hd__clkdlybuf4s50_1 (12), sky130_fd_sc_hd__dlxtp_1 (5), sky130_fd_sc_hd__dfrtp_1 (5), sky130_fd_sc_hd__clkdlybuf4s15_1 (5), sky130_fd_sc_hd__clkbuf_4 (3).

Internal power comes to 491 uW. The maximum level of the CTS H-tree is 1. The worst IR drop on VDD is 0.000237 V. The via count of the first global-routing pass is 226. The portion of total power attributed to combinational logic is 0.206.

The critical path is of the flop to output port type. After synthesis, the chip area reported by Yosys is 265 sq um. After routing, the total negative slack on setup checks comes to 0 ps. The top-level I/O count is 18. The first global-routing pass estimated 1060 um of wire. The final timing summary puts the cycle share of the worst path at 0.965. In this run the worst path has a maximum fanout of 1. In the final report, the number of hold violations comes to 0.

The floorplan die width is 80 um. The post-route utilization of the core is recorded as 0.152. The floorplan step defined a core boundary enclosing 0.00342 sq mm. The worst path meets setup with 35.1 ps of slack.

The highest-delay cell along the critical path is sky130_fd_sc_hd__dfrtp_1. The relative slew slack is 0.815. The tally of unique sky130hd cells used after synthesis is 6. The synthesized area per cell is 17.7 sq um. The average vias per placed instance is 2.41. Along the critical path, the tally of buffer and inverter instances is 1. The number of detailed-routing iterations run before antenna repair is 2. In this run the layout overhead on the synthesized area is reported as 95.8%. The registers of the reported paths see a clock transition of 40 ps. The via count of the routed design is 198.

The total global routing overflow is 0. The count of endpoints without a timing constraint is 15. In this run the number of cells on the critical path is 1. The total routing resource utilization after global routing is 0.0205. Per the log, the first TritonRoute iteration ended with a DRC count of 1.

Power comes to 613 uW. The die area is 0.00640 sq mm. The initial utilization of the core area, before any placement, comes to 0.0777.

Per STA, the worst path accumulates the most delay in the family flip-flops. Pins over their slew limit in the final report were tallied at 0. In this run the worst setup path terminates at nature_r[3]. The fraction of power consumed by the clock network is 0.365. The most common cell after layout, fill and taps aside is sky130_fd_sc_hd__clkdlybuf4s50_1. Of the total power, the share spent switching nets is 0.199. The initial antenna violation count is 0.

The routed wire length per instance is 8.77 um. The critical path launch point type is a flop. The power density of the placed cells is 1180 mW/mm^2.

The clock buffer count from CTS is 3. The number of max-cap violations is 0. For this design, Yosys synthesis ends with a cell count of 15.

The final hold slack is 177 ps. The slew of the pin with the lowest slew margin is 278 ps. The timing-limited maximum frequency is 1040 MHz.

The script extracted a net switching power of 122 uW. Synthesis produced 15 cells. In this run the remaining antenna-violating nets after routing total 0. The final critical-path required period is 965 ps. The end-of-flow timing check tallies setup violations at 0. The timer found 5 register pins that no clock reaches; their paths are not timed. In this run the deepest clock path goes through 2 buffers.

The script parses the final routing iteration and logs DRC violations as 0. The arrival time of data at the critical path endpoint is 760 ps. Leaving out filler cells and counting taps, the final layout contains 82. The floorplan step set the die height to 80 um. Once placement finished, the instance area stood at 493 sq um.

The number of logged tool warnings is 25. For reference, the placement row count at floorplan is 21. STA classifies the critical path endpoint as an output port.

The weighted congestion at the end of routability-driven global placement is 0.769. The detailed-route wire length is 719 um. For this run, the number of Yosys warnings is 1. The start point of the critical path is nature_r[3]$_DFF_PN0_. The largest net degree at the start of global routing is 6. Setup repair after global routing left no endpoint under its margin.

The clock tree from TritonCTS is yes. The pre-CTS setup slack is 23.2 ps. The register share of total power is 0.430. The type recorded for the worst min-delay path is input port to async pin. At the worst endpoint, the required time is 800 ps. The final antenna diode tally reported by the flow is 0. The number of cells after detailed placement is 78.

The quantity of I/O buffers inserted on ports is 17. The total leakage power is 0.212 nW. The register bit count reported by yosys is 10. On the worst path, the slowest cell contributes a delay of 360 ps. The tree is rooted in a sky130_fd_sc_hd__clkbuf_4. The layout stage reports a final design area of 519 sq um. The cell area that synthesis handed to floorplanning was 265 sq um. For reference, the critical path cell chain is clkdlybuf4s15_1.
what timing repair did:
item / 4_1_cts / 5_1_grt
setup buffers: 0 / 0
hold buffers: 0 / 0
hold endpoints to repair: 0 / 0
gates resized: 10 / 0
setup endpoints to repair: 5 / 0
how the worst min path moves through the flow:
| stage | startpoint | endpoint | slack (ps) |
|---|---|---|---|
| finish | rst_n | nature_r[3]$_DFF_PN0_ | 180 |
| CTS | rst_n | nature_r[3]$_DFF_PN0_ | 180 |
| global route | rst_n | nature_r[1]$_DFF_PN0_ | 190 |
cells in the mapped netlist, drive strengths merged:
cell | n | area share
dfrtp | 5 | 0.47
dlxtp | 5 | 0.28
xnor2 | 2 | 0.066
xnor3 | 1 | 0.085
xor2 | 2 | 0.094
power groups by stage:
stage	clock (mW)	combinational, mW	sequential (mW)
4_1_cts	0.235	0.130	0.264
6_report	0.223	0.126	0.263
5_1_grt	0.235	0.137	0.267
state kept, by name, indices dropped and copies added (netlist names):
register and cells:
nature 5, nature_r 5
cells by family (layout without fill, tap and decap cells):
logic type | after synthesis | in the layout | synth area share
XOR/XNOR | 5 | 5 | 0.245
flip-flops | 5 | 5 | 0.472
latches | 5 | 5 | 0.283
buffers and inverters | 0 | 21 | 0
layer usage:
metal / global-route usage / vias to the layer above / wire, um
met4: 0.00528 / 0 / 6
li1: - / 87 / -
met3: 0.0193 / 2 / 194
met2: 0.0201 / 18 / 183
met1: 0.0292 / 91 / 334
met5: 0 / - / 0
layout make-up:
class	count	area, sq um
tap	46	57.6
multi-input combinational	5	65.1
timing repair buffer	17	170
fill	391	2900
clock buffer	4	26.3
sequential	10	200
No activity file was given, so power comes from the tool's default toggle rates.
