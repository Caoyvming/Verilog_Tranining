--- ./config.mk ---
export PLATFORM = sky130hd
export DESIGN_NAME = sync_fifo_w32_d32
export DESIGN_NICKNAME = sync_fifo_w32_d32
export VERILOG_FILES = /design/flow/design.v
export SDC_FILE = /design/flow/constraint.sdc
export NUM_CORES = 4
export LEC_CHECK = 1
export CORE_AREA = 10 10 85 85
export DIE_AREA = 0 0 95 95
--- ./constraint.sdc ---
current_design sync_fifo_w32_d32

set clk_period 3.2
set clk_io_pct 0.2

create_clock -name clk0 -period $clk_period [get_ports {clk}]

set non_clock_inputs [all_inputs -no_clocks]
set_input_delay [expr $clk_period * $clk_io_pct] -clock clk0 $non_clock_inputs
set_output_delay [expr $clk_period * $clk_io_pct] -clock clk0 [all_outputs]
--- ./design.v ---
module sync_fifo_w32_d32(
  input wire clk,
  input wire rst_n,
  input wire i_wr,
  input wire [31:0] i_data,
  output wire o_fifo_empty,
  input wire i_rd,
  output reg [31:0] o_data,
  output wire o_fifo_full
  );
  integer i;
  reg [5:0] wr_ptr;
  reg [5:0] rd_ptr;
  reg [31:0] mem [0:31];
always @(posedge clk or negedge rst_n) begin
    if(!rst_n)
        for(i=0;i<32;i=i+1)
            mem[i] <= 32'b0;
    else 
        for(i=0;i<32;i=i+1)
            mem[i] <= mem[i];
   end
always @(posedge clk or negedge rst_n) begin      
    if(!rst_n)
       wr_ptr <= 0;
    else begin
        if(i_wr && !o_fifo_full) begin
            if(wr_ptr[4:0] == 5'd31) begin
                wr_ptr[4:0] <= 5'b0;             
                wr_ptr[5] <= wr_ptr[5] + 1'b1;  
            end
            else wr_ptr <= wr_ptr + 1'b1;
        end
        else wr_ptr <= wr_ptr;
    end
end
always @(posedge clk) begin
    if(i_wr) begin
        mem[wr_ptr] <= i_data;
    end
    else begin
        mem[wr_ptr] <= mem[wr_ptr[4:0]];
    end
end
always @(posedge clk or negedge rst_n) begin      
    if(!rst_n)
       rd_ptr <= 0;
    else begin
        if(i_rd && !o_fifo_empty) begin
            if(rd_ptr[4:0] == 5'd31) begin
                rd_ptr[4:0] <= 5'b0;             
                rd_ptr[5] <= rd_ptr[5] + 1'b1;  
            end
            else rd_ptr <= rd_ptr + 1'b1;
        end
        else rd_ptr <= rd_ptr;
    end
end 
always @(posedge clk or negedge rst_n) begin
    if (!rst_n)
       o_data <= 0;
    else if(i_rd)
       o_data <= mem[rd_ptr[4:0]];
    else o_data <= o_data;
end
   assign o_fifo_empty = (wr_ptr == rd_ptr) ? 1 : 0;  
   assign o_fifo_full = ((wr_ptr[5] != rd_ptr[5]) && (wr_ptr[4:0] == rd_ptr[4:0])) ? 1 : 0;  
endmodule 
--- ./run.sh ---
#!/bin/bash
# OpenROAD 26Q1-2900-gdf79404cd8, Yosys 0.63+post, stock flow scripts
make -C /OpenROAD-flow-scripts/flow DESIGN_CONFIG=/design/flow/config.mk WORK_HOME=/design/flow/orfs finish
==> metrics.cfg <==
[critical_path]
critPathMaxFanout = 4
crit_chain = xnor2_1, nand3_2, nor3_1, clkdlybuf4s50_1
cpMaxStageDelayCell = clkdlybuf4s50_1
timing.rr.start = wr_ptr[0]$_DFFE_PN0P_
cp.arrival_ns = 1.94
critPathLaunchType = register
reg2reg_slack_ns = 1.43
critPathMaxStageDelay_ns = 0.55
required_ns = 2.56
endpoint_kind = primary output
crit_type = register to primary output
r2r_cells = 6
rr_endpoint = wr_ptr[5]$_DFFE_PN0P_

[clock_tree]
cts_tree = yes
ctsResizeCount = 0
cts_made_buffers = 3
post_cts_buffers = 0
clock_latency_ns = 0.24
clkSinkCount = 12
cts_root_buf = clkbuf_8
hold_buffers = 0
clockBufferDepth = 2
cts-htree-levels = 1
clkTransAtPathRegs_ns = 0.05

[logic_synthesis]
ys_cells = 112
top_cell_area_share = 0.2881
area_leaders = dfrtp_1 29%, buf_4 24%, mux2_2 5.4%
yosysUniqueCellTypes = 30
yosys.area.top_type = dfrtp_1
ys.warnings.count = 2050
synth-edff-count = 0
synth-main-ff-cell = dfrtp_1
ys_async_sr_fraction = 1.000
yosys.stat.chipArea_um2 = 1042
postSynthSeqShare = 0.2881
ys.flops = 12
syn-instance-count = 112
synthesis.area_um2 = 1042
syn_avg_cell_area_um2 = 9.306

[grt]
grt-ovfl-total = 0
antenna_found_initial = 0
grtUsageTotal = 0.04236
top_usage_layer = met2
grtUsageMet2 = 0.07094
use_met1 = 0.05421
grt_max_degree = 13
first_global_vias = 716
grtUsageMet3 = 0.009615
grt_pass1_wl_mm = 3.222

[final_layout]
drive_gt1_frac = 0.1026
stdcell_count = 189
area_delta_synth_final_pct = 4.321
utilization = 0.1987

[power_and_ir_drop]
p_per_area_nw_per_um2 = 844.0
p_sw_w = 0.0004125
p_clk_frac = 0.148
ir_worst_vdd_uv = 187.3
p_comb_frac = 0.498
power_leakage_nw = 0.4672
switching_share = 0.4495
p_seq_frac = 0.354
p_int_w = 0.0005052

[placement]
portBuffers = 5
post-place-ws_ns = 0.8712
place_congestion = 0.8094
dp_cells = 186
dpl.hpwl_mm = 1.601

[routing]
drc_errors = 0
diodes = 0
first_iter_violations = 67
routed_wl_mm = 2.003
vias_per_cell = 3.651
wl_per_cell_um = 10.60
vias = 690
postRouteAntennaNets = 0
drt_pass1_iterations = 4

[sta]
layout_worst_path_cycle_share = 0.8065
drv_slew = 0
fin_crit_ns = 2.581
maxSlewHeadroom = 0.6294
finalHoldViolations = 0
setup_slack_ns = 0.6192
setup_tns_ns = 0
worst_pin_slew_ns = 0.5519
fmax_mhz = 387.5
rsz0062_at_grt = no
finalSetupViolations = 0
finalClockSkew_ns = 0.001637

[flow_run]
drv_cap = 0
warning_count = 57

[die]
ios = 70
chip_area_um2 = 9025
die_w_um = 95
dieHeight_um = 95
fp.coreArea_um2 = 5473
initCoreUtil = 0.1904
rows = 27

[worst_hold_path]
hold_depth = 1
min_to = rd_ptr[0]$_DFFE_PN0P_
worstHoldStart = rd_ptr[0]$_DFFE_PN0P_
hold_class = register to register

[status]
status = complete, no violations

==> cells in the mapped netlist, drive strengths merged (2+ instances only) <==
cell,n
a31oi,5
and3,6
buf,34
dfrtp,12
ha,4
inv,6
mux2,5
nand2,5
nand3,4
nor2,2
o21ai,5
o22ai,2
o31ai,2
o32ai,2
xnor2,6
==> cell families after synthesis <==
group | share of synthesized area
AND-OR/OR-AND | 0.1741
buffers and inverters | 0.2641
flip-flops | 0.2881
other | 0.003598
multiplexers | 0.05402
XOR/XNOR | 0.05882
AND/OR/NAND/NOR | 0.1093
adder cells (fa/ha/maj) | 0.04802
==> power groups by stage <==
stage     registers [W]  clock network, W  logic [W]
6_report       0.000325          0.000136   0.000457
5_1_grt        0.000341          0.000149   0.000518
4_1_cts        0.000325          0.000143   0.000461
==> how the worst max path moves through the flow <==
stage                      from           end  slack [ns]  cells past startpoint
4_1_cts   rd_ptr[4]$_DFFE_PN0P_  o_fifo_empty        0.58                      4
5_1_grt   rd_ptr[0]$_DFFE_PN0P_   o_fifo_full        0.45                      5
6_report  rd_ptr[4]$_DFFE_PN0P_  o_fifo_empty        0.62                      4
==> critical path: cells and delay by family, from the launching register on <==
kind,cells,cell delay (ns)
AND/OR/NAND/NOR,2,0.49
XOR/XNOR,1,0.24
flip-flops,1,0.42
buffers and inverters,1,0.55
==> final cells by class <==
class	instances	area [µm²]
fillers	614	4385
multi-input cells	91	583.1
inverters	6	22.52
repair buffers	5	50.05
flip-flops and latches	12	300.3
clock buffers	3	41.29
well taps	72	90.09
==> routing by layer <==
metal	wire, µm	up-vias
li1	-	341
met1	918	323
met2	963	24
met3	88	2
met4	33	0
met5	0	-
==> flip-flops by register name, summed over array words and instances (netlist names) <==
| signal | flops |
|---|---|
| wr_ptr | 6 |
| rd_ptr | 6 |
==> metrics by stage <==
step	total power, W	area (µm²)	hold WS, ns
floorplan	0.0007255	1159	0.3444
detailed placement	0.0007825	1046	0.5637
global route	0.001007	1087	0.6200
finish	0.0009177	1087	0.5700
global placement	0.0007755	1046	0.5652
CTS	0.0009298	1087	0.5750
==> placed cells by master, fill, tap and decap left out <==
| cell | instances |
|---|---|
| o211ai_1 | 1 |
| inv_1 | 6 |
| a211o_1 | 1 |
| and3_2 | 1 |
| conb_1 | 32 |
| nand2b_1 | 1 |
| o31ai_4 | 2 |
| or3_1 | 1 |
| dfrtp_1 | 12 |
| a31oi_1 | 5 |
| o311ai_0 | 1 |
| xor2_1 | 1 |
| nand3_1 | 3 |
| ha_1 | 4 |
| clkdlybuf4s50_1 | 5 |
| xnor2_1 | 6 |
| nand2_1 | 5 |
| nor3_1 | 1 |
| and2_0 | 1 |
| o32ai_1 | 2 |
| a22oi_1 | 1 |
| and3_1 | 5 |
| nor2_1 | 2 |
| o2bb2ai_1 | 1 |
| nand3_2 | 1 |
| clkbuf_8 | 3 |
| mux2_2 | 5 |
| o21ai_0 | 5 |
| o22ai_1 | 2 |
| a2111o_1 | 1 |
Power figures rest on the tool's default switching activity, not on a simulated workload.
