==> /design/flow/design.v <==
module nature2grey
#(
parameter WIDTH = 5
)
(
  input clk,
  input rst_n,
  input en,
  input [WIDTH-1:0] nature,
  output reg [WIDTH-1:0] grey,
  output reg [WIDTH-1:0] grey_r,
  output wire [WIDTH-1:0] grey_method2
);
always @(posedge clk, negedge rst_n) begin
  if(!rst_n)
    grey_r <= 0;
  else 
    grey_r <= grey; 
end
integer i;
always @(*) begin
  if(en) begin
    grey[WIDTH-1] = nature[WIDTH-1];
    for (i=0;i<WIDTH-1;i=i+1)
      grey[i] = nature[i]^nature[i+1];
  end
end
assign grey_method2 = (nature>>1)^nature;
endmodule 
==> /design/flow/run.sh <==
#!/bin/bash
# OpenROAD 26Q1-2900-gdf79404cd8, Yosys 0.63+post, stock flow scripts
make -C /OpenROAD-flow-scripts/flow DESIGN_CONFIG=/design/flow/config.mk WORK_HOME=/design/flow/orfs finish
==> /design/flow/config.mk <==
export PLATFORM = sky130hd
export DESIGN_NAME = nature2grey
export DESIGN_NICKNAME = nature2grey
export VERILOG_FILES = /design/flow/design.v
export SDC_FILE = /design/flow/constraint.sdc
export NUM_CORES = 4
export LEC_CHECK = 1
export CORE_AREA = 10 10 70 70
export DIE_AREA = 0 0 80 80
==> /design/flow/constraint.sdc <==
current_design nature2grey

set clk_period 1.0
set clk_io_pct 0.2

create_clock -name clk0 -period $clk_period [get_ports {clk}]

set non_clock_inputs [all_inputs -no_clocks]
set_input_delay [expr $clk_period * $clk_io_pct] -clock clk0 $non_clock_inputs
set_output_delay [expr $clk_period * $clk_io_pct] -clock clk0 [all_outputs]
==> flow_summary.ini <==
; physical design summary
[detailed_routing]
drc_errors = 0
first_pass_iters = 4
vias = 233
n_antenna_cell = 0
ant_nets = 0
drt_iter0_markers = 8
viasPerCell = 2.479
avgRoutedWirePerCell_um = 8.798
wl_um = 827

[yosys]
postSynthAreaPerCell_um2 = 16.18
ys_types = 4
yosysWarnings = 1
syn-cell-area_um2 = 242.7
top_area_cell = dfrtp_1
ys_area_um2 = 242.7
synthCells = 15
yosysTopAreaCellShare_pct = 51.55
synth-seq-cells = 10
topCellsByArea = dfrtp_1, dlxtp_1, xor2_1, buf_4
yosysCellCount = 15

[cells_and_area]
fin_cells = 94
mostFrequentLayoutCells = buf_4, clkdlybuf4s50_1, clkdlybuf4s15_1
layout-drive-gt1-share_pct = 37.50
lay_top_count = buf_4
layout-area-overhead-vs-synth_pct = 141.8

[grt]
first_global_vias = 261
grt_first_pass_wirelength_um = 1173
grt_max_degree = 6
overflow = 0
grt_usage_pct = 2.281
antenna_found_initial = 0

[pwr]
power_mw = 0.6041
power_density_mw_per_mm2 = 1029
ir_drop_uv = 242.8
leakagePower_nw = 0.2676

[run]
max_cap_violations = 0
warnings = 26

[final_timing]
finalSetupTns_ns = 0
untimed_endpoints = 15
finalSetupViolCount = 0
final_max_slew_viol_count = 0
fin_crit_ns = 0.9665
worst_slew_pin_slew_ns = 0.2088
rsz0062_at_grt = no
max_slew_margin_pct = 86.04
whs_ns = 0.1772
hold_violations = 0
fmax_mhz = 1035
unclocked_pins = 5
fin_crit_sh_pct = 96.65

[worst_setup_path]
crit_type = input pin to output pin
end_kind = output pin
crit_path_top_delay_cell = clkdlybuf4s15_1
crit_cells = 3
critPathLaunchType = input pin
cpLargestDelayFamily = buffers and inverters
path_max_fanout = 2
cp.required_ns = 0.80
path_cells = clkdlybuf4s15_1 > xor2_1 > buf_2
cp.arrival_ns = 0.77
cp_num_buf_inv = 2
cp_slowest_stage_delay_ns = 0.23

[cts]
cts_tree = yes
postCtsHoldBufs = 0
cts_htree_levels = 1
clockRootBuffer = clkbuf_4
cts_buffers = 3
cts.path.max_buffers = 2
clk_pin_slew_ns = 0.04

[floorplan]
core_util_floorplan_pct = 7.106
die_x_um = 80
rows = 21
ios = 23
core_mm2 = 0.003416
die_y_um = 80
die-area_mm2 = 0.006400

[placement]
gp_congestion = 0.7571
dp.cells = 87
port-buffer-count = 22

[run_status]
status = complete, no violations

[hold_path]
hold_class = input pin to async pin
[synth_stat cells]
library cell and n:
buf_4 1, dfrtp_1 5, xor2_1 4, dlxtp_1 5
[cell type report]
type | count | area (um2)
fillers | 382 | 2829
flip-flops and latches | 10 | 200.2
clock buffers | 4 | 26.28
repair buffers | 30 | 252.7
multi-input cells | 4 | 50.05
well taps | 46 | 57.56
[cell families (layout without fill, tap and decap cells)]
kind of cell / after synthesis / in the layout / synth area share, %
buffers and inverters: 1 / 34 / 3.094
latches: 5 / 5 / 30.93
xor gates and xnor gates: 4 / 4 / 14.43
DFF: 5 / 5 / 51.55
[registers in the layout, indices dropped and copies added (netlist names)]
| register | flops |
|---|---|
| grey | 5 |
| grey_r | 5 |
[stage by stage]
| step | instance area (um2) | setup WS, ns | util, % |
|---|---|---|---|
| 2_1_floorplan | 242.7 | 0.4696 | - |
| 3_3_place_gp | 550.5 | -0.6339 | 16.12 |
| 3_5_place_dp | 550.5 | -0.6328 | 16.12 |
| 4_1_cts | 583.1 | -0.04143 | 17.07 |
| 5_1_grt | 586.8 | 0.001064 | 17.18 |
| 6_report | 586.8 | 0.03352 | 17.18 |
[path summary, 6_finish.rpt]
check | start | endpoint | slack (ns)
max | nature[1] | grey_method2[0] | 0.03
min in group clk0 | nature[2] | grey_method2[1] | 0.72
max in group asynchronous | rst_n | grey_r[0]$_DFF_PN0_ | 0.64
min | rst_n | grey_r[2]$_DFF_PN0_ | 0.18
[per-layer routing]
metal	GRT usage, %	routed length (um)	vias up
met3	2.500	224	2
met2	2.087	192	23
li1	-	-	109
met5	0	0	-
met4	0.5282	7	0
met1	3.169	403	99
[what timing repair did]
action,4_1_cts,5_1_grt
pin swaps,3,2
buffers inserted,3,0
gates resized,33,3
endpoints found under the setup margin,10,3
[report_power, final]
part	internal, mW	switching, mW	total, mW
combinational	0.101	0.0380	0.139
clock	0.150	0.0735	0.224
sequential	0.233	0.00892	0.242
